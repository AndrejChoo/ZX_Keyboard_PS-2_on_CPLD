File: design/flow/design.v
module ps2(
	input wire clk,
	input wire rst,
	input wire clock,
	input wire dat,
	input wire[15:8]A,
	output wire[4:0]KJ,
	output wire[4:0]KD,
	output wire rst_out,
	output wire nmi_out
);
	reg read;				 
	reg [11:0] count_reading;		 
	reg PREVIOUS_STATE;			 
	reg scan_err;				 
	reg [10:0] scan_code;			 
	reg [7:0] CODEWORD;			 
	reg TRIG_ARR;				 
	reg [3:0]COUNT;				 
	reg TRIGGER = 0;			 
	reg [7:0]DOWNCOUNTER = 0;		 
	initial begin
		PREVIOUS_STATE = 1;		
		scan_err = 0;		
		scan_code = 0;
		COUNT = 0;			
		CODEWORD = 0;
		read = 0;
		count_reading = 0;
	end
	always @(posedge clk) begin				 
		if (DOWNCOUNTER < 249) begin			 
			DOWNCOUNTER <= DOWNCOUNTER + 1;
			TRIGGER <= 0;
		end
		else begin
			DOWNCOUNTER <= 0;
			TRIGGER <= 1;
		end
	end
	always @(posedge clk) begin	
		if (TRIGGER) begin
			if (read)				 
				count_reading <= count_reading + 1;	 
			else 						 
				count_reading <= 0;			 
		end
	end
	always @(posedge clk) begin		
	if (TRIGGER) begin						 
		if (clock != PREVIOUS_STATE) begin			 
			if (!clock) begin				 
				read <= 1;				 
				scan_err <= 0;				 
				scan_code[10:0] <= {dat, scan_code[10:1]};	 
				COUNT <= COUNT + 1;			 
			end
		end
		else if (COUNT == 11) begin				 
			COUNT <= 0;
			read <= 0;					 
			TRIG_ARR <= 1;					 
			if (!scan_code[10] || scan_code[0] || !(scan_code[1]^scan_code[2]^scan_code[3]^scan_code[4]
				^scan_code[5]^scan_code[6]^scan_code[7]^scan_code[8]
				^scan_code[9]))
				scan_err <= 1;
			else 
				scan_err <= 0;
		end	
		else  begin						 
			TRIG_ARR <= 0;					 
			if (COUNT < 11 && count_reading >= 4000) begin	 
				COUNT <= 0;				 
				read <= 0;				 
			end
		end
	PREVIOUS_STATE <= clock;					 
	end
	end
	always @(posedge clk) begin
		if (TRIGGER) begin					 
			if (TRIG_ARR) begin				 
				if (scan_err) begin			 
					CODEWORD <= 8'd0;		 
				end
				else begin
					CODEWORD <= scan_code[8:1];	 
				end				 
			end					 
			else CODEWORD <= 8'd0;				 
		end
		else CODEWORD <= 8'd0;					 
	end
wire stb;
assign stb = TRIG_ARR;
reg pr,joy;
reg[39:0]KR = 40'hFFFFFFFFFF;
reg[4:0]kempston;
reg reset;
reg nmi;
always@(posedge stb or negedge rst)
begin
	if(!rst)
		begin
			pr <= 0;
			joy <= 0;
			KR[39:0] = 40'hFFFFFFFFFF;
		end
	else
		begin
			if(scan_code[8:1] == 8'hF0) pr <= 1'b1;
			else if(scan_code[8:1] == 8'hE0) joy <= 1'b1; 
			else
				begin
					if(joy)  
						begin
							case(scan_code[8:1])
								8'h14: KR[36] <= pr;  
								8'h75: {KR[0],KR[23]} <= {pr,pr};  
								8'h72: {KR[0],KR[24]} <= {pr,pr};  
								8'h6B: {KR[0],KR[19]} <= {pr,pr};  
								8'h74: {KR[0],KR[22]} <= {pr,pr};  
								default:;
							endcase
							joy <= 0;
							pr <= 0;
						end
					else	 
						begin
							case(scan_code[8:1])
								8'h1C: KR[5] <= pr;  
								8'h32: KR[39] <= pr;  
								8'h21: KR[3] <= pr;  
								8'h23: KR[7] <= pr;  
								8'h24: KR[12] <= pr;  
								8'h2B: KR[8] <= pr;  
								8'h34: KR[9] <= pr;  
								8'h33: KR[34] <= pr;  
								8'h43: KR[27] <= pr;  
								8'h3B: KR[33] <= pr;  
								8'h42: KR[32] <= pr;  
								8'h4B: KR[31] <= pr;  
								8'h3A: KR[37] <= pr;  
								8'h31: KR[38] <= pr;  
								8'h44: KR[26] <= pr;  
								8'h4D: KR[25] <= pr;  
								8'h15: KR[10] <= pr;  
								8'h2D: KR[13] <= pr;  
								8'h1B: KR[6] <= pr;  
								8'h2C: KR[14] <= pr;  
								8'h3C: KR[28] <= pr;  
								8'h2A: KR[4] <= pr;  
								8'h1D: KR[11] <= pr;  
								8'h22: KR[2] <= pr;  
								8'h35: KR[29] <= pr;  
								8'h1A: KR[1] <= pr;  
								8'h45: KR[20] <= pr;  
								8'h16: KR[15] <= pr;  
								8'h1E: KR[16] <= pr;  
								8'h26: KR[17] <= pr;  
								8'h25: KR[18] <= pr;  
								8'h2E: KR[19] <= pr;  
								8'h36: KR[24] <= pr;  
								8'h3D: KR[23] <= pr;  
								8'h3E: KR[22] <= pr;  
								8'h46: KR[21] <= pr;  
								8'h12: KR[0] <= pr;  
								8'h59: KR[0] <= pr;  
								8'h14: KR[36] <= pr;  
								8'h29: KR[35] <= pr;  
								8'h5A: KR[30] <= pr;  
								8'h52: {KR[36],KR[25]} <= {pr,pr};  
								8'h49: {KR[36],KR[37]} <= {pr,pr};  
								8'h41: {KR[36],KR[38]} <= {pr,pr};  
								8'h4E: {KR[36],KR[33]} <= {pr,pr};  
								8'h55: {KR[36],KR[31]} <= {pr,pr};  
								8'h66: {KR[0],KR[20]} <= {pr,pr};  
								8'h79: kempston[4] <= ~pr;  
								8'h75: kempston[3] <= ~pr;  
								8'h72: kempston[2] <= ~pr;  
								8'h6B: kempston[1] <= ~pr;  
								8'h74: kempston[0] <= ~pr;  
								8'h05: reset <= ~pr;  
								8'h07: reset <= ~pr;  
								default:;
							endcase
							pr <= 0;	
						end
				end
		end
end
assign KD[0] = ((A[8]|KR[0])&(A[9]|KR[5])&(A[10]|KR[10])&(A[11]|KR[15])&
                (A[12]|KR[20])&(A[13]|KR[25])&(A[14]|KR[30])&(A[15]|KR[35]));
assign KD[1] = ((A[8]|KR[1])&(A[9]|KR[6])&(A[10]|KR[11])&(A[11]|KR[16])&
                (A[12]|KR[21])&(A[13]|KR[26])&(A[14]|KR[31])&(A[15]|KR[36]));
assign KD[2] = ((A[8]|KR[2])&(A[9]|KR[7])&(A[10]|KR[12])&(A[11]|KR[17])&
                (A[12]|KR[22])&(A[13]|KR[27])&(A[14]|KR[32])&(A[15]|KR[37]));
assign KD[3] = ((A[8]|KR[3])&(A[9]|KR[8])&(A[10]|KR[13])&(A[11]|KR[18])&
                (A[12]|KR[23])&(A[13]|KR[28])&(A[14]|KR[33])&(A[15]|KR[38]));
assign KD[4] = ((A[8]|KR[4])&(A[9]|KR[9])&(A[10]|KR[14])&(A[11]|KR[19])&
                (A[12]|KR[24])&(A[13]|KR[29])&(A[14]|KR[34])&(A[15]|KR[39]));
assign KJ[4:0] = kempston[4:0];
assign rst_out = ~reset;
assign nmi_out = ~nmi;
endmodule
File: design/flow/run.sh
#!/bin/bash
# OpenROAD 26Q1-2900-gdf79404cd8, Yosys 0.63+post, stock flow scripts
make -C /OpenROAD-flow-scripts/flow DESIGN_CONFIG=/design/flow/config.mk WORK_HOME=/design/flow/orfs finish
File: design/flow/config.mk
export PLATFORM = sky130hd
export DESIGN_NAME = ps2
export DESIGN_NICKNAME = ps2
export VERILOG_FILES = /design/flow/design.v
export SDC_FILE = /design/flow/constraint.sdc
export NUM_CORES = 4
export LEC_CHECK = 1
export CORE_UTILIZATION = 30
File: design/flow/constraint.sdc
current_design ps2

set clk_period 3.4
set clk_io_pct 0.2

create_clock -name clk0 -period $clk_period [get_ports {clk}]

set non_clock_inputs [all_inputs -no_clocks]
set_input_delay [expr $clk_period * $clk_io_pct] -clock clk0 $non_clock_inputs
set_output_delay [expr $clk_period * $clk_io_pct] -clock clk0 [all_outputs]
==> highlights.md <==
• outcome: complete, no violations
• Clk Tree Root Cell: clkbuf_16
• register pins left without a clock: 48
• Tool Warnings: 28
• dpl cell area: 4811 sq um
• part of the Yosys area used for sequential elements: 52.61%
• IO Count: 24
• post-synthesis cell type with the largest combined area: dfstp_2
• Resize count post-CTS: 0
• worst-skew pair later-pin latency: 0.27 ns
• Core Density at Floorplan: 30.62%
• wirelength, routed: 9325 microns
• placed cells: 573
• via density per instance: 5.136
• count of TritonRoute iterations in the first routing pass: 4
• Logic cell area: 1962 sq um
• Max-slew headroom: 35.70%
• full die area: 15,270 sq um
• chip area line of the yosys report: 4433 sq um
• placement row count: 44
• final setup violation count: 0
• core footprint: 14,480 sq um
• synth unique cells: 70
• H-tree depth reported by CTS: 2
• Sequential Area: 2332 sq um
• Mapped Cells: 384
• top achievable clock speed: 0.3159 GHz
• Hold Vio Cnt, Final: 0
• setup repair after global routing missed its margin: no
• power per cell area: 207.1 nW/um^2
• number of unconstrained endpoints: 60
• ranking of synthesized cells by area: dfstp_2 (24%), edfxtp_1 (24%), mux2_2 (8.1%), dfxtp_1 (4.1%), o22ai_1 (3.1%)
• wire length of the first global-routing pass: 15,640 microns
• most used standard cell by instance count after synthesis: dfstp_2
• Area Overhead vs Synth: 12.31%
• Final Skew: 0.001424 ns
• cell types with the highest counts after synthesis: dfstp_2 (40), nand2_1 (36), edfxtp_1 (35)
• count of state elements after synthesis: 86
• Max VDD drop: 297.4 uV
• number of buffers inserted for hold repair after clock tree synthesis: 0
• sum of negative setup slack: 0 ns
• crit start category: input port
• DP Wirelength: 6535 microns
• gpl congestion: 0.8397
• Routed wire per std cell: 16.05 microns
• largest net degree at the start of global routing: 49
• number of max-capacitance violations reported: 0
• share of Yosys cell area claimed by the top area cell type: 23.71%
• warnings from Yosys: 2
• number of synthesized flops with an enable pin: 35
• Detail Route Antenna Nets: 0
• grt total ovfl: 0
• vias in the first global route: 2,980
• maximum number of buffers from clock root to sink: 2
• kind of end point of the critical path: output pin
• Worst EP required: 2.72 ns
• worst slew pin tran: 0.9515 ns
• gr usage total: 13.48%
• clock-pin transition on the worst setup and hold timing paths: 0.05 ns
• Avg Inst Size Synth: 11.54 sq um
• violation count after the first detailed-routing iteration: 122
• Setup Fix Bufs, Post-CTS: 0
• Final Critical Period: 3.166 ns
• cycle use final: 93.10%
• total of fill cells in the finished design: 1,380
• fraction of layout instances using a drive strength above 1: 24.94%
• via count: 2,984
• Leakage: 0.001674 uW
• biggest fanout along the worst timing path: 5
• pins over their slew limit: 0
• Post-Synthesis Cell Area: 4433 sq um
• data arrival time of the critical path: 2.49 ns
• die extent in x: 123.6 microns
• diode count: 0
• cell total in the yosys stat output: 384
• clock tree from TritonCTS: yes
• die height: 123.6 microns
• antenna violations before repair: 0
• ys async rst share: 48.84%
• DRC violations left: 0
• Cell Count, Final, Fillers Out: 581
• Critical Setup Path Class: in -> out
• number of buffer cells added on primary ports: 22
• path category of the worst min-delay check: reg -> reg
• Main synth FF type: dfstp_2
• number of buffers added by the clock tree synthesis step: 5
• total non-filler cell area in the finished layout: 4979 sq um
-- state kept, by name (all words and copies together) (netlist names), 4 cells and up --
signal	cells
COUNT	4
DOWNCOUNTER	8
scan_code	10
KR	40
kempston	5
count_reading	12
-- layer usage --
metal	track usage (%)	vias up	wire (microns)
met1	21.93	1455	4626
met4	0.8283	0	35
li1	-	1462	-
met2	20.32	62	4223
met3	2.307	5	439
met5	0	-	0
-- logic make-up after synthesis --
logic type | share of synthesized area (%)
and+or+nand+nor | 19.76
buffers and inverters | 3.133
other | 0.08459
xor gates and xnor gates | 2.766
muxes | 8.975
AOI/OAI and AO/OA | 10.98
DFF | 52.61
adders and majority gates | 1.693
-- cells in the final DEF, fill, tap and decap left out, types with 8 or more instances in the layout --
cell / count
nor2_1: 18
nor2b_1: 10
dfstp_2: 40
nor3_1: 8
dfxtp_1: 9
inv_1: 11
o22ai_1: 22
edfxtp_1: 35
clkdlybuf4s50_1: 21
nand2_1: 36
nand3_1: 9
mux2_2: 32
xnor2_1: 8
and2_1: 11
nor4_1: 9
-- final timing paths --
kind,start,end,slack [ns],cells past startpoint
setup / recovery,A[9],KD[1],0.23,4
hold / removal,scan_code[10]$_DFFE_PP_,scan_code[9]$_DFFE_PP_,0.42,0
setup reg to reg,DOWNCOUNTER[0]$_SDFF_PP0_,DOWNCOUNTER[5]$_SDFF_PP0_,1.50,6
hold reg to reg,scan_code[10]$_DFFE_PP_,scan_code[9]$_DFFE_PP_,0.42,0
-- layout make-up --
class	instances	area share, %
sequential	86	46.85
multi-input combinational	266	39.41
timing repair buffer	26	4.926
tap	184	4.624
clock buffer	8	3.368
inverter	11	0.8294
-- worst max-delay path, stage by stage --
cell and delay, ns:
clkdlybuf4s50_1 0.58, o22ai_1 0.10, nor4_1 0.54, clkdlybuf4s50_1 0.58
-- through the flow --
step	hold slack (ns)	power, uW	utilization [%]	setup WS [ns]
global placement	0.4009	547.5	33.23	0.2279
global route	0.4291	1071	34.38	0.1828
floorplan	0.4003	518.7	-	1.141
finish	0.4170	1031	34.38	0.2345
CTS	0.4178	1049	34.38	0.2690
detailed placement	0.4045	549.2	33.23	0.2723
-- report_power, final --
group          switching [uW]  leakage (uW)  internal (uW)
Sequential                  0      0.000811            498
Clock                     156     0.0000823            336
Combinational            23.4      0.000781           17.9
Total                     180       0.00167            852
Power is estimated from default activity; no workload was simulated.
